**/design/flow/design.v**
```verilog
`timescale 1ns / 1ps
module IntersectionSimulator(
	input [2:0] mode,  
	input [4:0] plateIn,
	input action,
	input clk,
	output reg  greenForA,
	output reg  greenForB,
	output reg 	rushHourWarning,
	output reg [3:0]  hour,
	output reg [5:0]  minute,	
	output reg [5:0]  second,
	output reg	am_pm,  
	output reg [4:0]  numOfCarsA,
	output reg [4:0]  numOfCarsB,
	output reg [6:0]  remainingTime,
	output reg [4:0]  blackListDisplay
	);
	reg [4:0] RoadA [0:29];
	reg [4:0] RoadB [0:29];
	reg [4:0] Blacklist [0:29];
	integer black_number;
	integer current_black_number;
	integer i;
	integer loop_variable;
	integer flag_for_ligth = 0;
	integer time_for_A = 40;
	integer time_for_B = 50;
	integer aaa = 0;
	initial begin
		greenForA=1;
		greenForB=0;
		rushHourWarning=0;
		hour=6;
		minute=0;
		second=0;
		am_pm=0;
		numOfCarsA=0;
		numOfCarsB=0;
		remainingTime=50;
		blackListDisplay=0;
		black_number = 0;
		current_black_number = 0;
		for(i = 0; i < 30; i=i+1)
			begin
				RoadA[i] = 0;
				RoadB[i] = 0;
				Blacklist[i] = 0;
			end
	end
	always@(posedge action)
	begin
		if (mode == 3'b000)
			begin
				if (numOfCarsA > 0)
					begin 
						numOfCarsA = numOfCarsA - 1;
						if(!greenForA)
							begin
								Blacklist[black_number] = RoadA[0];
								black_number = black_number + 1;
							end
						else;
						for(loop_variable = 0; loop_variable < 30; loop_variable = loop_variable+1)
							begin
								RoadA[loop_variable] = RoadA[loop_variable+1];
							end
						RoadA[numOfCarsA] = 0;
					end
				else;
			end
		else if (mode == 3'b001)
			begin
				if (numOfCarsB > 0)
					begin 
						numOfCarsB = numOfCarsB - 1;
						if(!greenForB)
							begin
								Blacklist[black_number] = RoadB[0];
								black_number = black_number + 1;
							end
						else;
						for(loop_variable = 0; loop_variable < 30; loop_variable = loop_variable+1)
							begin
								RoadB[loop_variable] = RoadB[loop_variable+1];
							end
						RoadB[numOfCarsB] = 0;
					end
				else;
			end
		else if (mode == 3'b010)
			begin
				RoadA[numOfCarsA] = plateIn;
				numOfCarsA = numOfCarsA + 1;
			end
		else if (mode == 3'b011)
			begin
				RoadB[numOfCarsB] = plateIn;
				numOfCarsB = numOfCarsB + 1;
			end
	end
	always @(posedge clk)
		begin
			if (am_pm == 1 && hour == 11 && minute == 59 && second == 59)
				begin
					for(loop_variable = 0; loop_variable < 30; loop_variable = loop_variable+1)
						begin
							Blacklist[loop_variable] = 0;
						end
					black_number = 0;
					current_black_number = 0;
					blackListDisplay = 0;
				end
			else;
			if (mode === 3'b1xx)
				begin
					if (black_number)
						begin
							blackListDisplay = Blacklist[current_black_number];
							current_black_number = (current_black_number == black_number-1) ? 0: current_black_number+1;
						end
					else;
				end
			else
				begin
					current_black_number = 0;  
					if (hour == 11 && minute == 59 && second == 59)
						begin
							am_pm = !am_pm;
						end
					else;
					if (second == 59)
						begin
							second = 0;
							if (minute == 59)
								begin
									minute = 0;
									if (hour == 12)
										begin
											hour = 1;
										end
									else
										begin
											hour = hour + 1;
										end
								end
							else
								begin
									minute = minute + 1;
								end
						end
					else 
						begin
							second = second + 1;
						end
					if ((am_pm == 0 && (hour == 7 || hour == 8)) || (am_pm == 1 && (hour == 5 || hour == 6)))
						begin
							rushHourWarning = 1;
						end
					else
						begin
							rushHourWarning = 0;
						end
					if (remainingTime == 1)
						begin
							if (greenForA)
								begin
									flag_for_ligth = 1;
									greenForA = 0;
								end
							else
								begin
									flag_for_ligth = 2;
									greenForB = 0;
								end
							remainingTime = 0;
						end
					else if (remainingTime == 0)
						begin
							if (flag_for_ligth == 1)
								begin
									greenForB = 1;
									remainingTime = time_for_A;
									if (numOfCarsB >= 20)
										begin
											time_for_B = time_for_B - 5;
										end
									else if(numOfCarsB >= 11 && numOfCarsB <= 19)
										begin
											time_for_B = time_for_B;
										end
									else
										begin
											time_for_B = time_for_B + 5;
										end
									if (rushHourWarning)
										begin
											if (time_for_B > 70)
												begin
													time_for_B = 70;
												end
											else if(time_for_B < 40)
												begin
													time_for_B = 40;
												end
											else;
										end
									else
										begin
											if (time_for_B > 80)
												begin
													time_for_B = 80;
												end
											else if(time_for_B < 50)
												begin
													time_for_B = 50;
												end
											else;
										end
								end
							else
								begin
									greenForA = 1;
									remainingTime = time_for_B;
									if (numOfCarsA >= 20)
										begin
											time_for_A = time_for_A - 5;
										end
									else if(numOfCarsA >= 11 && numOfCarsA <= 19)
										begin
											time_for_A = time_for_A;
										end
									else
										begin
											time_for_A = time_for_A + 5;
										end
									if (rushHourWarning)
										begin
											if (time_for_A > 60)
												begin
													time_for_A = 60;
												end
											else if(time_for_A < 30)
												begin
													time_for_A = 30;
												end
											else;
										end
									else
										begin
											if (time_for_A > 70)
												begin
													time_for_A = 70;
												end
											else if(time_for_A < 40)
												begin
													time_for_A = 40;
												end
											else;
										end
								end
						end
					else
						begin
							remainingTime = remainingTime - 1;
						end
				end
		end
endmodule
```
**/design/flow/run.sh**
```bash
#!/bin/bash
# OpenROAD 26Q1-2900-gdf79404cd8, Yosys 0.63+post, stock flow scripts
make -C /OpenROAD-flow-scripts/flow DESIGN_CONFIG=/design/flow/config.mk WORK_HOME=/design/flow/orfs finish
```
**/design/flow/config.mk**
```make
export PLATFORM = sky130hd
export DESIGN_NAME = IntersectionSimulator
export DESIGN_NICKNAME = IntersectionSimulator
export VERILOG_FILES = /design/flow/design.v
export SDC_FILE = /design/flow/constraint.sdc
export NUM_CORES = 4
export LEC_CHECK = 1
export CORE_UTILIZATION = 50
```
**/design/flow/constraint.sdc**
```tcl
current_design IntersectionSimulator

set clk_period 22.6
set clk_io_pct 0.2

create_clock -name clk0 -period $clk_period [get_ports {action}]
create_clock -name clk1 -period $clk_period [get_ports {clk}]

set non_clock_inputs [all_inputs -no_clocks]
set_input_delay [expr $clk_period * $clk_io_pct] -clock clk0 $non_clock_inputs
set_output_delay [expr $clk_period * $clk_io_pct] -clock clk0 [all_outputs]
```
==> run summary <==
Implementation results. Synthesized flop and latch total landed at approximately 800. The synthesized netlist contains 95 unique library cells. Post-synth the commonest register cell is sky130_fd_sc_hd__edfxtp_1. Counting the warning lines in the Yosys log gives 4. The tool reported: "ERROR: Found 182 problems in 'check -assert'". Post-synthesis sequential area ratio landed at 0.599. Per the run summary, the flow got no further than 1_2_yosys. Yosys reported that registers with async set or reset make up 0. Number of enable flip-flop cells landed at approximately 590. Yosys stat cell total landed at approximately 3,200. The run stopped with a tool error. Area of the synthesized netlist per yosys stat landed at ~37,000 um2.
-- kinds of logic after synthesis --
family | count (synthesis) | synth area share
xor gates and xnor gates | 172 | 0.0411
AOI/OAI and AO/OA | 788 | 0.148
DFF | 804 | 0.599
buffers and inverters | 272 | 0.0300
muxes | 29 | 0.00820
adders and majority gates | 40 | 0.0137
and+or+nand+nor | 1106 | 0.160
-- synthesized netlist by cell type, types with 65 or more instances --
master | count | area [um2]
sky130_fd_sc_hd__xnor2_1 | 99 | 867
sky130_fd_sc_hd__edfxtp_1 | 585 | 17600
sky130_fd_sc_hd__a21oi_1 | 186 | 931
sky130_fd_sc_hd__nand2_1 | 186 | 698
sky130_fd_sc_hd__a21o_1 | 294 | 2210
sky130_fd_sc_hd__nand4_1 | 65 | 407
sky130_fd_sc_hd__xor2_1 | 73 | 639
sky130_fd_sc_hd__clkbuf_1 | 156 | 586
sky130_fd_sc_hd__nor3_1 | 91 | 455
sky130_fd_sc_hd__and2_1 | 202 | 1260
sky130_fd_sc_hd__nand3_1 | 106 | 531
sky130_fd_sc_hd__dfxtp_1 | 219 | 4380
sky130_fd_sc_hd__nor2_1 | 224 | 841
